$ cat flow/run.sh
#!/bin/bash
# OpenROAD 26Q1-2900-gdf79404cd8, Yosys 0.63+post, stock flow scripts
make -C /OpenROAD-flow-scripts/flow DESIGN_CONFIG=/design/flow/config.mk WORK_HOME=/design/flow/orfs finish
$ cat flow/config.mk
export PLATFORM = sky130hd
export DESIGN_NAME = ate
export DESIGN_NICKNAME = ate
export VERILOG_FILES = /design/flow/design.v
export SDC_FILE = /design/flow/constraint.sdc
export NUM_CORES = 4
export LEC_CHECK = 1
export CORE_UTILIZATION = 50
$ cat flow/constraint.sdc
current_design ate

set clk_period 6.6
set clk_io_pct 0.2

create_clock -name clk0 -period $clk_period [get_ports {clk}]

set non_clock_inputs [all_inputs -no_clocks]
set_input_delay [expr $clk_period * $clk_io_pct] -clock clk0 $non_clock_inputs
set_output_delay [expr $clk_period * $clk_io_pct] -clock clk0 [all_outputs]
$ cat flow/design.v
module ate(clk,reset,pix_data,bin,threshold);
input clk;
input reset;
input [7:0] pix_data;
output reg bin;
output reg [7:0] threshold;
reg [7:0] buffer [64:0]; 
reg [6:0] count;  
reg [7:0] min;
reg [7:0] max;
reg [4:0] block_count;
reg [8:0] tmp;
integer i;
always @(*) begin    
bin= ~|block_count[2:1] ? 1'b0: (buffer[64]>= threshold);
end
always @(posedge reset or posedge clk) begin
if (reset) begin
    max<= 'b0;
	min<= 'hff;
	for(i=0; i<=64; i= i+1)
		buffer[i]<= 'b0;
	count<= 'b0; 
	block_count<= 'b0;
	tmp<= 'b0;
	threshold<= 'b0;
end
else begin
	buffer[0]<= pix_data;
	for(i=1; i<=64; i= i+1)
		buffer[i]<= buffer[i-1];
	if(count[6]) begin
		count<= 1;
		max<= pix_data;
		min<= pix_data;
	end
	else begin
		count<= count+ 1;
		if(pix_data> max)
			max<= pix_data;
		if(pix_data< min)
			min<= pix_data;
	end
	tmp= {1'b0, max}+ {1'b0, min};
	if(count[6]) begin
		if (block_count[2] & block_count[0])  
			block_count <= 5'b0;
		else 
			block_count<= block_count+ 1;
		if ((block_count[1]==0) & ~(block_count[0] ^ block_count[2]))  
			threshold<= 5'b0;
		else
			threshold= tmp[8:1]+ {7'b0, tmp[0]};
	end
end
end
endmodule
==> qor.csv <==
stage;metric;value;unit
synth;yosys.area_share.simple;2.28;%
synth;yosys.area_share.aoi;3.94;%
sta;worst-slew-pin-transition;953;ps
synth;yosys-dominant-comb-family;AND-OR/OR-AND gates;
global_route;grt-ovfl-total;0;
die;floorplan.die.width;178;µm
route;detailroute.via_count;6142;
die;initial_core_util;50.9;%
sta;max_freq;263;MHz
synth;synthArstFlopShare;100;%
cts;number_of_sinks_handled_by_clock_tree_synthesis;554;
global_route;first_global_vias;6644;
synth;syn-instance-count;781;
route;drtIter0Drc;303;
die;num_rows;64;
worst_setup_path;capturing_element_type_of_the_critical_path;primary output;
run_status;outcome;completed;
pwr;powerDensity;417;mW/mm²
pwr;internal_pwr_total;0.00571;W
sta;max_transition_margin;35.9;%
synth;synth_cell_type_count;49;
sta;rsz0062_at_grt;no;
synth;avgSynthCellArea;19.9;µm²
worst_setup_path;critical_path.startpoint_type;register;
sta;finalSetupViolations;0;
pwr;switching_fraction;24.0;%
worst_setup_path;path_class;register to primary output;
synth;xor_share;0.675;%
final_layout;layout_top_cell_excl_fill_tap;sky130_fd_sc_hd__dfrtp_1;
min_path;class_of_the_tightest_hold_or_removal_check;register to register;
final_layout;stdcell_count;1286;
route;postRouteAntennaNets;0;
sta;final_hold_viol_count;0;
die;die_h;178;µm
die;design.die.area;0.0318;mm²
synth;synth_chip_area;0.0156;mm²
placement;dp_hpwl;10.3;mm
final_layout;postLayoutCoreUtil;58.8;%
pwr;p_leak;8.53;nW
worst_setup_path;cp_max_fo;3;
synth;synth-adder-area-share;3.02;%
global_route;grt_max_degree;147;
final_layout;layout.cells.most_common_list;sky130_fd_sc_hd__dfrtp_1, sky130_fd_sc_hd__clkbuf_16, sky130_fd_sc_hd__ha_1;
synth;enable_flop_cells;0;
synth;yosysCellCount;781;
placement;gpl.final_weighted_congestion;0.843;
die;design.core.area;0.0306;mm²
worst_setup_path;critical_path_arrival;2480;ps
synth;synth_area;0.0156;mm²
pwr;power.share.clock;38.1;%
global_route;gr-usage-all-layers;14.6;%
cts;cts_hold_buffers;0;
worst_setup_path;cp_data_required_time;5280;ps
placement;dpl_worst_slack;3040;ps
die;top_level_ports;19;
global_route;global_route_wire_length_before_repair;34.6;mm
sta;timing.final.max_slew_violations;0;
cts;cts_tree;done;
final_layout;area_growth_syn_to_layout;15.7;%
final_layout;drive_above_1_share;11.8;%
cts;cts_htree_levels;2;
cts;ctsLongestPathBuffers;3;
pwr;max_vdd_drop;0.000242;V
pwr;power.sequential.fraction;49.1;%
cts;ctsResizeCount;0;
synth;yosys_register_bits;554;
global_route;antenna_violations_before_repair;0;
synth;synth-main-ff-cell;sky130_fd_sc_hd__dfrtp_1;
run;total_number_of_warnings_across_the_stage_logs;32;
cts;worstSkewPairLatency;540;ps
pwr;netSwitchingPower;0.00180;W
sta;final_min_period_over_clock_period;57.6;%
sta;finalWorstPathRequiredPeriod;3800;ps
route;wire_per_inst;15.3;µm
synth;yosys-mux-area-fraction;0.137;%
pwr;power_frac_comb;12.8;%
sta;final.hold.worst_slack;341;ps
route;dr.pass1.iters;4;
sta;timing.clock.skew;8.40;ps
placement;place_inst;1198;
route;postRouteWirelength;19.7;mm
final_layout;num-fill-cells;2155;
route;drc_errors;0;
synth;synth_warnings;2;
run;reported_max_cap_violation_count;0;
sta;fin_ws;2800;ps
cts;post_cts.repair.setup_buffers;0;
route;route.antenna.diode_count;0;
cts;root_buffer;sky130_fd_sc_hd__clkbuf_16;
cts;cts_inserted_buffers;49;
placement;port_buffers;18;
route;viasPerCell;4.78;
cts;cts.reportedPaths.clkPinSlew;60;ps
synth;postSynthSeqShare;89.1;%
==> per-layer routing <==
metal	global-route usage, %	vias to the layer above	share of wire, %
met1	27.5	3218	50
met3	3.93	54	6.0
met4	3.60	0	2.9
met2	18.6	141	41
li1	-	2729	-
met5	0	-	0
==> synthesized netlist by cell type, types with 7 or more instances <==
| master | n | area (µm²) |
|---|---|---|
| sky130_fd_sc_hd__nor2_1 | 11 | 41.3 |
| sky130_fd_sc_hd__dfrtp_1 | 546 | 13700 |
| sky130_fd_sc_hd__xor2_1 | 7 | 61.3 |
| sky130_fd_sc_hd__ha_1 | 36 | 450 |
| sky130_fd_sc_hd__nand2_1 | 13 | 48.8 |
| sky130_fd_sc_hd__inv_1 | 29 | 109 |
| sky130_fd_sc_hd__nor3_1 | 12 | 60.1 |
| sky130_fd_sc_hd__a21o_1 | 10 | 75.1 |
| sky130_fd_sc_hd__o32ai_1 | 8 | 70.1 |
| sky130_fd_sc_hd__nand2b_1 | 9 | 56.3 |
| sky130_fd_sc_hd__dfstp_2 | 8 | 210 |
| sky130_fd_sc_hd__a22o_1 | 10 | 87.6 |
| sky130_fd_sc_hd__a21oi_1 | 7 | 35.0 |
| sky130_fd_sc_hd__a211o_1 | 8 | 70.1 |
==> path summary, 6_finish.rpt <==
path | from | end | slack (ps) | cells past startpoint
hold reg to reg | buffer[33][2]$_DFF_PP0_ | buffer[34][2]$_DFF_PP0_ | 340 | 0
setup reg to reg | max[0]$_DFFE_PP0P_ | threshold[6]$_DFFE_PP0P_ | 3970 | 8
setup / recovery | threshold[0]$_DFFE_PP0P_ | bin | 2800 | 8
min in group asynchronous | reset | buffer[27][5]$_DFF_PP0_ | 1200 | 2
hold / removal | buffer[33][2]$_DFF_PP0_ | buffer[34][2]$_DFF_PP0_ | 340 | 0
max in group asynchronous | reset | buffer[47][7]$_DFF_PP0_ | 3710 | 4
==> final cells by class <==
cell class | count | area [µm²] | share of cell area (%)
flip-flops and latches | 554 | 13900 | 77.1
multi-input cells | 194 | 1570 | 8.70
clock buffers | 74 | 1470 | 8.17
well taps | 396 | 495 | 2.75
repair buffers | 25 | 270 | 1.50
clock inverters | 14 | 213 | 1.18
inverters | 29 | 113 | 0.626
==> critical path, stage by stage, from the launching register on <==
cell	delay [ps]
sky130_fd_sc_hd__dfrtp_1	430
sky130_fd_sc_hd__ha_1	300
sky130_fd_sc_hd__nand2b_1	140
sky130_fd_sc_hd__a21o_1	170
sky130_fd_sc_hd__a21oi_1	160
sky130_fd_sc_hd__nor2b_1	70
sky130_fd_sc_hd__o2111ai_1	170
sky130_fd_sc_hd__a21oi_1	100
sky130_fd_sc_hd__clkdlybuf4s50_1	400
==> through the flow <==
step	TNS (ps)	total power (W)	area, µm²
floorplan	-1231400	0.00446	15600
finish	0	0.00751	18000
global placement	0	0.00467	16300
CTS	0	0.00761	18000
detailed placement	0	0.00469	16300
global route	0	0.00789	18000
==> power groups by stage <==
stage                 clock network [W]  registers, W  logic, W
after global routing            0.00311       0.00371   0.00107
after CTS                       0.00297       0.00369  0.000953
final                           0.00286       0.00369  0.000959
==> registers in the layout (all words and copies together) (netlist names) <==
name / flops
buffer: 520
count: 7
block_count: 3
max: 8
threshold: 8
min: 8
==> kinds of logic (layout without fill, tap and decap cells) <==
family / count (synthesis) / in the layout
AOI/OAI and AO/OA: 76 / 76
and+or+nand+nor: 67 / 67
muxes: 2 / 2
adders and majority gates: 37 / 37
xor gates and xnor gates: 12 / 12
buffers and inverters: 33 / 142
DFF: 554 / 554
Power figures rest on the tool's default switching activity, not on a simulated workload.
